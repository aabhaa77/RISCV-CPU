<file path="flow/design.v">
module adder #(parameter WIDTH = 32) (
    input       [WIDTH-1:0] a, b,
    output      [WIDTH-1:0] sum
);
assign sum = a + b;
endmodule
module alu #(parameter WIDTH = 32) (
    input       [WIDTH-1:0] a, b,        
    input       [3:0] alu_ctrl,          
    output reg  [WIDTH-1:0] alu_out,     
    output      zero,                     
	 output		 branch_ltu			 		  
);
always @(a, b, alu_ctrl) begin
    case (alu_ctrl)
        4'b0000:  alu_out <= a + b;        
        4'b0001:  alu_out <= a + ~b + 1;   
        4'b0010:  alu_out <= a & b;        
        4'b0011:  alu_out <= a | b;        
		  4'b0100:  alu_out <= a ^ b;			 
        4'b0101:  begin                    
                     if (a[31] != b[31]) alu_out <= a[31] ? 1 : 0;
                     else alu_out <= a < b ? 1 : 0;
        end
		  4'b0110: alu_out <= a << b;			 
		  4'b0111: alu_out <= a < b ? 1 : 0; 
		  4'b1000: alu_out <= a >> b;			 
		  4'b1001: alu_out <= $signed(a) >>> b;	 
        default: alu_out = 0;
    endcase
end
assign zero = (alu_out == 0) ? 1'b1 : 1'b0;
assign branch_ltu = (a < b) ? 1'b1 : 1'b0;
endmodule
module datapath (
    input         clk, reset,
    input [1:0]   ResultSrc,
    input         PCSrc, ALUSrc,
    input         RegWrite,
    input [1:0]   ImmSrc,
    input [3:0]   ALUControl,
	 input			Jalr,
    output        Zero, ALUR31, branch_ltu,
    output [31:0] PC,
    input  [31:0] Instr,
    output [31:0] Mem_WrAddr, Mem_WrData,
    input  [31:0] ReadData,
    output [31:0] Result
);
wire [31:0] PCNext, PCJalr, PCPlus4, PCTarget;
wire [31:0] ImmExt, SrcA, SrcB, WriteData, ALUResult, auiPC, lAuiPCResult;
mux2 #(32)     pcmux(PCPlus4, PCTarget, PCSrc, PCNext);
mux2 #(32)		jalrmux(PCNext, ALUResult, Jalr, PCJalr);
reset_ff #(32) pcreg(clk, reset, PCJalr, PC);
adder          pcadd4(PC, 32'd4, PCPlus4);
adder          pcaddbranch(PC, ImmExt, PCTarget);
reg_file       rf (clk, RegWrite, Instr[19:15], Instr[24:20], Instr[11:7], Result, SrcA, WriteData);
imm_extend     ext (Instr[31:7], ImmSrc, ImmExt);
mux2 #(32)     srcbmux(WriteData, ImmExt, ALUSrc, SrcB);
alu            alu (SrcA, SrcB, ALUControl, ALUResult, Zero, branch_ltu);
adder #(32)		auipc_adder ({Instr[31: 12], 12'b0}, PC, auiPC);
mux2 #(32)		auipc_mux (auiPC, {Instr[31: 12], 12'b0}, Instr[5], lAuiPCResult);
mux4 #(32)     resultmux(ALUResult, ReadData, PCPlus4, lAuiPCResult, ResultSrc, Result);
assign ALUR31 = ALUResult[31];
assign Mem_WrData = WriteData;
assign Mem_WrAddr = ALUResult;
endmodule
module imm_extend (
    input  [31:7]     instr,
    input  [ 1:0]     immsrc,
    output reg [31:0] immext
);
always @(*) begin
    case(immsrc)
        2'b00:   immext = {{20{instr[31]}}, instr[31:20]};
        2'b01:   immext = {{20{instr[31]}}, instr[31:25], instr[11:7]};
        2'b10:   immext = {{20{instr[31]}}, instr[7], instr[30:25], instr[11:8], 1'b0};
        2'b11:   immext = {{12{instr[31]}}, instr[19:12], instr[20], instr[30:21], 1'b0};
        default: immext = 32'bx;  
    endcase
end
endmodule
module mux2 #(parameter WIDTH = 8) (
    input       [WIDTH-1:0] d0, d1,
    input       sel,
    output      [WIDTH-1:0] y
);
assign y = sel ? d1 : d0;
endmodule
module mux4 #(parameter WIDTH = 8) (
    input       [WIDTH-1:0] d0, d1, d2, d3,
    input       [1:0] sel,
    output      [WIDTH-1:0] y
);
assign y = sel[1] ? (sel[0] ? d3 : d2) : (sel[0] ? d1 : d0);
endmodule
module reg_file #(parameter DATA_WIDTH = 32) (
    input       clk,
    input       wr_en,
    input       [4:0] rd_addr1, rd_addr2, wr_addr,
    input       [DATA_WIDTH-1:0] wr_data,
    output      [DATA_WIDTH-1:0] rd_data1, rd_data2
);
reg [DATA_WIDTH-1:0] reg_file_arr [0:31];
integer i;
initial begin
    for (i = 0; i < 32; i = i + 1) begin
        reg_file_arr[i] = 0;
    end
end
always @(posedge clk) begin
    if (wr_en) reg_file_arr[wr_addr] <= wr_data;
end
assign rd_data1 = ( rd_addr1 != 0 ) ? reg_file_arr[rd_addr1] : 0;
assign rd_data2 = ( rd_addr2 != 0 ) ? reg_file_arr[rd_addr2] : 0;
endmodule
module reset_ff #(parameter WIDTH = 8) (
    input       clk, rst,
    input       [WIDTH-1:0] d,
    output reg  [WIDTH-1:0] q
);
always @(posedge clk or posedge rst) begin
    if (rst) q <= 0;
    else     q <= d;
end
endmodule
</file>
<file path="flow/run.sh">
#!/bin/bash
# OpenROAD 26Q1-2900-gdf79404cd8, Yosys 0.63+post, stock flow scripts
make -C /OpenROAD-flow-scripts/flow DESIGN_CONFIG=/design/flow/config.mk WORK_HOME=/design/flow/orfs finish
</file>
<file path="flow/config.mk">
export PLATFORM = sky130hd
export DESIGN_NAME = datapath
export DESIGN_NICKNAME = datapath
export VERILOG_FILES = /design/flow/design.v
export SDC_FILE = /design/flow/constraint.sdc
export NUM_CORES = 4
export LEC_CHECK = 1
export CORE_UTILIZATION = 30
</file>
<file path="flow/constraint.sdc">
current_design datapath

set clk_period 58.7
set clk_io_pct 0.2

create_clock -name clk0 -period $clk_period [get_ports {clk}]

set non_clock_inputs [all_inputs -no_clocks]
set_input_delay [expr $clk_period * $clk_io_pct] -clock clk0 $non_clock_inputs
set_output_delay [expr $clk_period * $clk_io_pct] -clock clk0 [all_outputs]
</file>
==> impl_metrics.py <==
# Physical implementation metrics
metrics = {
    "hold_path": {
        "hold_class": "flip-flop to flip-flop",
        "hold_depth": 2,
    },
    "clock_network": {
        "cts_hold_buffers": 0,
        "clk_latency_ps": 770,
        "htree_levels": 3,
        "post_cts_buffers": 0,
        "clockBufferDepth": 3,
        "clk_pin_slew_ps": 70,
        "cts_resized": 0,
        "cts_made_buffers": 108,
        "cts_tree": "built",
        "cts.sinks": 1056,
        "root_buffer": "clkbuf_16",
    },
    "setup_path": {
        "path_max_fanout": 50,
        "crit_top_cell": "buf_4",
        "rr_worst_depth": 21,
        "critPathCaptureType": "output port",
        "worstPathRequired_ps": 46960,
        "start_kind": "input pin",
        "crit_type": "input pin to output port",
        "cp_slowest_cell": "buf_4",
        "path_delay_family": "buffers and inverters",
        "crit_cells": 26,
        "path_buffers": 9,
        "slowest_delay_ps": 700,
        "arrival_ps": 21830,
    },
    "global_routing": {
        "grt_pass1_wl_um": 385000,
        "use_met1_pct": 31.2,
        "grt_start_max_net_pins": 74,
        "use_met2_pct": 37.9,
        "overflow": 0,
        "grt_pass1_vias": 49900,
        "use_met3_pct": 19.3,
        "antenna_found_initial": 16,
        "grt_usage_pct": 27.4,
        "grt-busiest-layer": "met2",
    },
    "detailed_routing": {
        "antenna_left": 0,
        "first_pass_iters": 6,
        "routed_via_density": 6.08,
        "wl_um": 278000,
        "wl_per_cell_um": 35.0,
        "vias": 48400,
        "drt-initial-drc-count": 4332,
        "drc_errors": 0,
    },
    "cells_and_area": {
        "combGateArea_mm2": 0.0301,
        "layout.area.seq_mm2": 0.0316,
        "post-route-cell-area_mm2": 0.0730,
        "stdcell_count": 7949,
        "final_util_pct": 34.8,
        "drive_above_1_share_pct": 20.2,
        "fillers": 20100,
        "syn_to_final_growth_pct": 15.1,
    },
    "power": {
        "power_density_mw_per_mm2": 30.4,
        "irDropWorstVdd_mv": 0.0273,
        "p_sw_share_pct": 33.6,
        "power_frac_comb_pct": 29.6,
        "power_mw": 2.22,
        "power_frac_seq_pct": 40.9,
        "p_leak_nw": 24.7,
        "power.switching_mw": 0.748,
        "clkPwrFrac_pct": 29.5,
        "p_int_mw": 1.47,
    },
    "synth": {
        "ys_area_mm2": 0.0635,
        "yosys_register_bits": 1056,
        "synthArstFlopShare_pct": 3.03,
        "ys_seq_share_pct": 49.7,
        "edf_count": 1024,
        "flop_cell": "edfxtp_1",
        "synthCells": 4848,
        "syn_area_mm2": 0.0635,
        "syn_area_per_cell_um2": 13.1,
        "ys_cells": 4848,
        "ys_types": 102,
        "synth_warnings": 4,
    },
    "placed_design": {
        "placed_area_mm2": 0.0697,
        "dp_hpwl_um": 195000,
        "dp_cells": 7747,
        "routabilityCongestion": 1.03,
        "port_buffers": 202,
        "place_ws_ps": 25300,
    },
    "final_timing": {
        "fin_setup_tns_ps": 0,
        "max_slew_margin_pct": 26.6,
        "period_needed_ps": 33570,
        "skew_ps": 91.1,
        "worst_slack_ps": 25130,
        "finalHoldViolations": 0,
        "fin_crit_sh_pct": 57.2,
        "rsz0062_at_grt": "false",
        "hold_ws_ps": 703,
        "tightest_slew_ps": 1100,
        "setup_viol": 0,
        "clock.fmax_mhz": 29.8,
        "drv_slew": 0,
    },
    "floorplanning": {
        "ios": 209,
        "initCoreUtil_pct": 30.2,
        "dieArea_mm2": 0.213,
        "core_area_mm2": 0.210,
        "fp-row-count": 168,
        "die_h_um": 462,
        "die_w_um": 462,
    },
    "flow_run": {
        "warning_count": 98,
        "cap_violations": 0,
    },
    "run_status": {
        "status": "finished clean",
    },
}
cells in the mapped netlist (109+ instances only):
cell,n,area share (%)
edfxtp_1,1024,48
mux4_2,428,15
nor2_1,315,1.9
mux2i_1,308,4.9
nand2_1,272,1.6
a21oi_1,187,1.5
o21ai_0,186,1.5
clkbuf_1,171,1.0
ha_1,149,2.9
inv_1,146,0.86
nor3_1,119,0.94
buf_2,109,0.86
layout by cell type, fill, tap and decap left out, types with 36 or more instances in the layout:
| cell type | count |
|---|---|
| clkdlybuf4s50_1 | 187 |
| clkbuf_16 | 109 |
| a221oi_1 | 56 |
| edfxtp_1 | 1024 |
| a211oi_1 | 56 |
| o21ai_0 | 173 |
| mux2_2 | 50 |
| nand3_1 | 80 |
| nand2_1 | 272 |
| a21oi_1 | 187 |
| o22ai_1 | 56 |
| nor3_1 | 116 |
| nor2b_1 | 39 |
| mux2i_1 | 308 |
| o221ai_1 | 79 |
| ha_1 | 149 |
| buf_4 | 262 |
| a22o_1 | 39 |
| inv_1 | 145 |
| nor2_1 | 282 |
| xnor2_1 | 36 |
| o211ai_1 | 62 |
| a22oi_1 | 59 |
| mux4_2 | 428 |
worst min-delay path, stage by stage (launching register included):
cell	delay, ps
dfrtp_1	450
mux2i_1	90
o21ai_0	130
metal layers:
metal	routed length [µm]	up-vias	part of all wire, %
met1	92700	24000	33
li1	-	20100	-
met4	19500	28	7.0
met3	47400	712	17
met5	922	-	0.33
met2	118000	3516	42
registers in the layout, summed over array words and instances, names as in the netlist:
signal,count
pcreg.q,32
rf.reg_file_arr,1024
cell families after synthesis:
| logic type | synth area share, % |
|---|---|
| mux | 20.9 |
| flops | 49.7 |
| xor+xnor | 0.952 |
| simple gates | 8.18 |
| buf+inv | 3.71 |
| compound gates | 13.4 |
| fa+ha+maj | 3.06 |
area by class of cell:
| class | instances | area share [%] |
|---|---|---|
| clock buffers | 137 | 3.88 |
| inverters | 153 | 0.786 |
| clock inverters | 54 | 0.610 |
| well taps | 2805 | 4.81 |
| flip-flops and latches | 1056 | 43.2 |
| repair buffers | 464 | 5.51 |
| multi-input cells | 3269 | 41.2 |
| diodes | 11 | 0.0377 |
final timing paths:
check / endpoint / slack (ps) / from
max: Result[28] / 25130 / Instr[16]
min: pcreg.q[1]$_DFFE_PP0P_ / 700 / pcreg.q[1]$_DFFE_PP0P_
max reg2reg: rf.reg_file_arr[23][28]$_DFFE_PP_ / 50880 / rf.reg_file_arr[3][1]$_DFFE_PP_
min reg2reg: pcreg.q[1]$_DFFE_PP0P_ / 700 / pcreg.q[1]$_DFFE_PP0P_
max in group asynchronous: pcreg.q[23]$_DFF_PP0_ / 46840 / reset
min in group asynchronous: pcreg.q[7]$_DFF_PP0_ / 11440 / reset
power by group through the flow:
stage	clock network, mW	registers (mW)	logic (mW)
after CTS	0.664	0.907	0.644
after global routing	0.691	0.909	0.698
final	0.655	0.908	0.658
No activity file was given, so power comes from the tool's default toggle rates.
