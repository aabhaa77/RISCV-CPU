[./run.sh]
#!/bin/bash
# OpenROAD 26Q1-2900-gdf79404cd8, Yosys 0.63+post, stock flow scripts
make -C /OpenROAD-flow-scripts/flow DESIGN_CONFIG=/design/flow/config.mk WORK_HOME=/design/flow/orfs finish
[./config.mk]
export PLATFORM = sky130hd
export DESIGN_NAME = data_mem
export DESIGN_NICKNAME = data_mem
export VERILOG_FILES = /design/flow/design.v
export SDC_FILE = /design/flow/constraint.sdc
export NUM_CORES = 4
export LEC_CHECK = 1
export CORE_UTILIZATION = 40
[./constraint.sdc]
current_design data_mem

set clk_period 29.6
set clk_io_pct 0.2

create_clock -name clk0 -period $clk_period [get_ports {clk}]

set non_clock_inputs [all_inputs -no_clocks]
set_input_delay [expr $clk_period * $clk_io_pct] -clock clk0 $non_clock_inputs
set_output_delay [expr $clk_period * $clk_io_pct] -clock clk0 [all_outputs]
[./design.v]
module data_mem #(parameter DATA_WIDTH = 32, ADDR_WIDTH = 32, MEM_SIZE = 64) (
    input       clk, wr_en,
	 input [2:0] funct3,
    input       [ADDR_WIDTH-1:0] wr_addr, wr_data,
    output reg  [DATA_WIDTH-1:0] rd_data_mem
);
reg [DATA_WIDTH-1:0] data_ram [0:MEM_SIZE-1];
wire [ADDR_WIDTH-1:0] word_addr = wr_addr[DATA_WIDTH-1:2] % 64;
always @(posedge clk) begin
    if (wr_en) begin
		case (funct3)
			3'b000: begin  
				case (wr_addr[1:0])
					2'b00: data_ram[word_addr][ 7:0]	= wr_data[7:0];		 
					2'b01: data_ram[word_addr][15:8]	= wr_data[7:0];
					2'b10: data_ram[word_addr][23:16] = wr_data[7:0];
					2'b11: data_ram[word_addr][31:24] = wr_data[7:0];		 
				endcase
			end
			3'b001: begin  
				case (wr_addr[1])
					1'b0: data_ram[word_addr][15:0]	= wr_data[15:0];		 
					1'b1: data_ram[word_addr][31:16]	= wr_data[15:0];
				endcase
			end
			3'b010: data_ram[word_addr] <= wr_data;	 
		endcase
	 end
end
always @(*) begin
	case (funct3)
		3'b000: begin	 
			case (wr_addr[1:0])
				2'b00: rd_data_mem = {{24{data_ram[word_addr][ 7]}}, data_ram[word_addr][ 7:0]};
				2'b01: rd_data_mem = {{24{data_ram[word_addr][15]}}, data_ram[word_addr][15:8]};
				2'b10: rd_data_mem = {{24{data_ram[word_addr][23]}}, data_ram[word_addr][23:16]};
				2'b11: rd_data_mem = {{24{data_ram[word_addr][31]}}, data_ram[word_addr][31:24]};
			endcase
		end
		3'b001: begin 	 
			case (wr_addr[1])
				1'b0: rd_data_mem = {{16{data_ram[word_addr][15]}}, data_ram[word_addr][15:0]};
				1'b1: rd_data_mem = {{16{data_ram[word_addr][31]}}, data_ram[word_addr][31:16]};
			endcase
		end
		3'b100: begin	 
			case (wr_addr[1:0])
				2'b00: rd_data_mem = {24'b0, data_ram[word_addr][ 7:0]};
				2'b01: rd_data_mem = {24'b0, data_ram[word_addr][15:8]};
				2'b10: rd_data_mem = {24'b0, data_ram[word_addr][23:16]};
				2'b11: rd_data_mem = {24'b0, data_ram[word_addr][31:24]};
			endcase
		end
		3'b101: begin 	 
			case (wr_addr[1])
				1'b0: rd_data_mem = {16'b0, data_ram[word_addr][15:0]};
				1'b1: rd_data_mem = {16'b0, data_ram[word_addr][31:16]};
			endcase
		end
		3'b010: rd_data_mem = data_ram[word_addr];	 
	endcase
end
endmodule
==> flow_results.org <==
#+TITLE: Synthesis and PnR summary

** Outcome
- The run finished with clean final reports.

** Finish
- The top cell type in the final layout, fill and taps aside, is sky130_fd_sc_hd__edfxtp_1.
- Commonest cells after routing, fill and taps aside :: sky130_fd_sc_hd__edfxtp_1 (2048), sky130_fd_sc_hd__buf_4 (333), sky130_fd_sc_hd__nor2_1 (318)
- Per the layout report, the design carries 16900 filler cells.
- The layout summary lists the proportion of cells stronger than drive strength 1 as 19.5%.
- Area added between synthesis and finish :: 14.2%
- The layout stage reports a final design area of 93100 um2.

** Hold path
- Hold crit path type :: input port to flip-flop

** Worst setup path
- Required time at the worst-slack endpoint :: 30060 ps
- STA classifies the critical path endpoint as a flip-flop.
- Along the worst path, the maximum fanout reaches 70.
- Setup CP Type :: input port to flip-flop
- Element type at the critical path start :: input port
- Arrival time at the worst endpoint :: 9900 ps

** Yosys
- The synthesized design spends more area on one cell type than any other, namely sky130_fd_sc_hd__edfxtp_1.
- Total of warnings raised by yosys :: 1
- Chip area line of the yosys report :: 81500 um2
- Post-Syn Area :: 81500 um2
- Per the post-synthesis stats, the area per cell is 17.5 um2.
- In this run, synthesis inferred 2048 flip-flops with an integrated enable.
- Yosys top cell area share :: 75.5%
- Per the Yosys statistics, synthesis produced 4662 cells.
- In this run, synthesis produced a sequential element count of 2080.
- In the synthesized netlist the dominant register cell turns out to be sky130_fd_sc_hd__edfxtp_1.
- Netlist cell types :: 78
- Top cells, area :: sky130_fd_sc_hd__edfxtp_1 (75%), sky130_fd_sc_hd__mux4_2 (3.2%), sky130_fd_sc_hd__mux2i_1 (3.0%)
- Counting flops with an async set or reset pin after synthesis yields a share of 0%.
- Instance tally after logic synthesis :: 4662

** GRT
- Via count of the first global-routing pass :: 48400
- Antenna violations before repair :: 24
- For this run the aggregate overflow at the end of global routing stands at 0.
- Total global-route track usage over all layers is 29.2%.
- Entering global routing, the biggest net connects 71 pins.
- Wire length of the first global-routing pass :: 377 mm

** Routing
- Drt wl/cell :: 35.1 um
- Residual DRC count :: 0
- Count of vias placed by the detailed router :: 47300
- Initial DRC count :: 3558
- Using the TritonRoute via totals, the vias-per-cell ratio works out to 6.07.
- Detailed Routing Iterations Pass 1 :: 9
- Total wirelength of the detailed-routed design :: 274 mm
- Residual antenna-violating net count after detailed routing :: 0

** Die
- Die outline height :: 453 um
- Core Util at FP :: 40.3%
- Die Outline Area :: 206000 um2
- The report lists the number of standard-cell rows as 165.
- Floorplan die width :: 453 um
- In this run the count of I/O pins placed on the die edge is 101.
- Placeable core region :: 202000 um2

** CTS
- The H-tree generated during clock tree synthesis spans 4 levels.
- CTS added clock buffers totalling 201.
- Per the post-CTS timing run, clock transition at the registers of the reported paths is 60 ps.
- TritonCTS clock tree :: built
- For this design, the CTS-stage hold fixing added 0 buffers.
- Post-CTS repair changed the size of 0 cells.
- Number of buffers on the longest clock path :: 3
- Post-CTS setup-driven buffer insertion count :: 0
- Root Driver :: sky130_fd_sc_hd__clkbuf_16

** Placed design
- Final weighted congestion of routability-driven global placement :: 1.02
- Summing all placed instances gives a cell area of 86700 um2.
- Count of port buffers added during placement :: 76
- Dpl hpwl :: 165 mm

** Final timing
- Period utilisation layout :: 31.9%
- Max Fclk :: 106 MHz
- RSZ-0062 raised after global routing :: no
- Max-slew violation count :: 0
- 64 endpoints have no timing constraint.
- Setup TNS after final layout :: 0 ps
- Register pins left without a clock :: 32
- Max transition margin :: 18.7%
- Transition time of the tightest slew-check pin :: 1210 ps
- For reference, the final report shows the hold violation count at 0.
- After layout, the minimum clock period comes to 9440 ps.
- Final tally of setup violations :: 0

** Job
- The number of warnings reported in the stage logs is 51.
- In this run the maximum-capacitance check reported violations numbering 0.

** Pwr
- Total power normalized to cell area comes to 65.1 nW/um2.
- The script extracted a total leakage power of 26.7 nW.
- Maximum ir drop on the vdd rail :: 0.0000531 V
==> per-stage QoR <==
step | util, % | cells | power (W) | setup WS [ps] | hold slack [ps]
3_3_place_gp | 42.8 | 7415 | 0.00361 | 19550 | 6390
4_1_cts | 46.0 | 7769 | 0.00608 | 20440 | 5470
6_report | 46.0 | 7791 | 0.00606 | 20160 | 5490
2_1_floorplan | - | 4662 | 0.00343 | 20400 | 6020
5_1_grt | 46.0 | 7782 | 0.00620 | 20230 | 5470
3_5_place_dp | 42.8 | 7415 | 0.00361 | 19550 | 6390
==> sequential cells by signal (all words and copies together) (netlist names) <==
signal	flops
data_ram	2048
rd_data_mem	32
==> layout make-up <==
class	count	area (um2)	share of cell area, %
well taps	2672	3340	3.59
clock buffers	255	5280	5.67
clock inverters	99	1100	1.18
inverters	21	86.3	0.0927
multi-input cells	2232	18000	19.3
repair buffers	410	3260	3.50
flip-flops and latches	2080	62000	66.6
diodes	22	55.1	0.0591
==> cell usage after synthesis (all sizes together) (18+ instances only) <==
cell	n
o21ai	78
o2bb2ai	26
edfxtp	2048
nor3	19
dlxtn	32
mux2	193
a221o	47
mux4	116
o211ai	35
a21oi	79
a31oi	40
o22a	24
nand4	26
mux2i	248
nand3	26
clkbuf	127
nand2b	19
inv	18
a221oi	164
nand2	217
nor2	323
a22o	31
o221ai	22
o22ai	71
a22oi	237
buf	202
==> critical path, stage by stage <==
cell and delay (ps):
sky130_fd_sc_hd__buf_8 470, sky130_fd_sc_hd__buf_4 540, sky130_fd_sc_hd__and3b_2 690, sky130_fd_sc_hd__buf_4 560, sky130_fd_sc_hd__nand2_1 630, sky130_fd_sc_hd__nor2_1 930
==> layer usage <==
metal / part of all wire [%] / up-vias / global-route usage [%]
met5: 0.27 / - / 3.64
met4: 7.3 / 32 / 16.1
met3: 18 / 743 / 23.3
met2: 44 / 3293 / 39.6
met1: 30 / 23600 / 32.3
li1: - / 19600 / -
==> kinds of logic after synthesis <==
family | share of synthesized area [%]
and+or+nand+nor | 4.00
latches | 0.589
muxes | 8.93
buffers and inverters | 2.21
DFF | 75.5
AOI/OAI and AO/OA | 8.81
==> where the power goes <==
part	switching, W	total, W	internal (W)
sequential	0.00000375	0.00319	0.00319
clock	0.00107	0.00250	0.00143
combinational	0.000267	0.000367	0.000100
==> path summary, 6_finish.rpt <==
| kind | from | to | cells after the start |
|---|---|---|---|
| min | wr_data[1] | data_ram[35][1] | 1 |
| max | wr_addr[4] | data_ram[61][8] | 6 |
Power and IR drop assume default switching activity.
